File: ./config.mk
export PLATFORM = sky130hd
export DESIGN_NAME = register
export DESIGN_NICKNAME = register
export VERILOG_FILES = /design/flow/design.v
export SDC_FILE = /design/flow/constraint.sdc
export NUM_CORES = 4
export LEC_CHECK = 1
export CORE_UTILIZATION = 30
File: ./constraint.sdc
current_design register

set clk_period 1.0
set clk_io_pct 0.2

create_clock -name clk0 -period $clk_period [get_ports {clk}]

set non_clock_inputs [all_inputs -no_clocks]
set_input_delay [expr $clk_period * $clk_io_pct] -clock clk0 $non_clock_inputs
set_output_delay [expr $clk_period * $clk_io_pct] -clock clk0 [all_outputs]
File: ./design.v
module D_FF (q, d, reset, clk);
  output reg q;
  input d, reset, clk;
  always @(posedge clk)
  if (reset)
    q <= 0;   
  else
    q <= d;  
endmodule
`timescale 1ns/10ps
module mux2to1 (i1, i0, out, en);
	output wire out;
	input i0, i1, en;
	wire ren;
	wire [1:0] con;
	not #50 (ren, en);
	and #50 (con[0], en, i1);
	and #50 (con[1], ren, i0);
	or #50 (out, con[0], con[1]);
endmodule
`timescale 1ns/10ps
module register (in, out, en, clk);
	output [63:0] out;
	input [63:0] in;
	input en, clk;
	wire [63:0] temp, old;
	assign old = out;
	generate
		genvar i; 
		for (i = 0; i < 64; i = i + 1'b1) begin : set
			mux2to1 choose (in[i], old[i], temp[i], en);
			D_FF set (.q(out[i]), .d(temp[i]), .reset(1'b0), .clk(clk));
		end
	endgenerate
endmodule
File: ./run.sh
#!/bin/bash
# OpenROAD 26Q1-2900-gdf79404cd8, Yosys 0.63+post, stock flow scripts
make -C /OpenROAD-flow-scripts/flow DESIGN_CONFIG=/design/flow/config.mk WORK_HOME=/design/flow/orfs finish
==> PnR_summary.wiki <==
=== Physical design figures ===
{| class="wikitable"
! Metric !! Value
|-
| Worst endpoint required time || 0.80 ns
|-
| Post-route cell area || 3200 um2
|-
| OpenROAD warning count || 27
|-
| Top cells excl fill/tap || buf_2 (65), edfxtp_1 (64), clkdlybuf4s50_1 (64)
|-
| Vert. Die Dim || 91.5 um
|-
| Top cell excl fill/tap || buf_2
|-
| Critical path startpoint category || register
|-
| Switching Power || 0.000990 W
|-
| Cell Chain, Critical Path || buf_2
|-
| CTS tree || yes
|-
| Global-route wire length before repair || a little under 6000 um
|-
| Maximum clock path buffer count || 2
|-
| Gpl congestion || ~0.71
|-
| Post-synthesis cell count from yosys || 128
|-
| Placed Area || 3380 um2
|-
| Setup repair after global routing missed its margin || yes
|-
| Slew HR || 0.879
|-
| Synthesis area per yosys || 2400 um2
|-
| Horizontal extent of the die || 91.5 um
|-
| Number of max-cap violations || 0
|-
| Final instance count without filler cells || roughly 310
|-
| Antenna diodes || 0
|-
| Internal power || 0.00439 W
|-
| Synth Seq Share || 0.800
|-
| CTS buffer count || 9
|-
| Vias per cell || between 3 and 4
|-
| Combinational group share of total power || 0.086
|-
| Number of detailed-routing iterations run before antenna repair || 4
|-
| Share of power burned in the clock network || 0.314
|-
| Distinct cell type count after synthesis || 2
|-
| Achievable Freq || 979 MHz
|-
| Floorplan die area || 8370 um2
|-
| Avg Inst Size Synth || 18.8 um2
|-
| Slowest stage delay, CP || 0.38 ns
|-
| Total Wirelength || 3800 um
|-
| Class of the tightest hold or removal check || input port to register
|-
| Largest delay share family, worst path || flip-flops
|-
| Cell count after synthesis || 128
|-
| Slew at the pin closest to its max-slew limit || 0.182 ns
|-
| Number of hold-slack violations in the final timing report || 0
|-
| Slack of the critical path || -0.0216 ns
|-
| Failing checks || negative setup slack
|-
| Number of antenna violations at the first check in global routing || 0
|-
| Multi-input gate area || 0 um2
|-
| Power per standard cell area || between 1500 and 2000 nW/um2
|-
| Row count || 32
|-
| Fraction of power spent switching nets || 0.184
|-
| Vias after detailed routing || 1,121
|-
| DRC violation count after routing || 0
|-
| Crit path buffers/inverters || 1
|-
| Root buffer selected by CTS || clkbuf_8
|-
| FP Core Util || 0.311
|-
| Seq cells post-synth || 64
|-
| Detailed Route Iter0 Violations || 33
|-
| Layout Area Growth over Synthesis || 33.1%
|-
| Final worst-path cycle share || 1.02
|-
| Post-CTS Setup Inserts || 0
|-
| Maximum VDD drop || 0.827 mV
|-
| Worst Setup End Kind || output port
|-
| Critical setup path kind || register to output port
|-
| Number of clock sinks || 64
|-
| Routed WL per cell || 12.2 um
|-
| Number of cells in the design after placement || 297
|-
| Slew Limit Fails || 0
|-
| Clk pin slew, worst setup/hold paths || roughly 0.06 ns
|-
| Count of H-tree levels built during CTS || 3
|-
| Setup_tns || -0.0739 ns
|-
| Core region area || approximately 7700 um2
|-
| Leakage power figure || 1.22 nW
|-
| Total of warnings raised by yosys || 1
|-
| MI comb cells || 0
|-
| Data arrival time of the critical path || 0.82 ns
|-
| Sequential share of power || 0.599
|-
| HPWL reported at the end of detailed placement || 2750 um
|-
| Pin count of the biggest net entering global routing || 33
|-
| Fraction of final layout cells with drive strength greater than 1 || 0.364
|-
| Worst setup slack after placement || -0.00474 ns
|-
| IO Pins || approximately 130
|-
| Antenna violation net count after detailed routing || 0
|-
| Synthesized cell area || between 2000 and 2500 um2
|-
| CP max FO || 1
|-
| Vias in the first global route || 1,097
|-
| Global Route Usage Sum || 0.0962
|-
| Hold_buf cts || 0
|-
| Master of the slowest instance on the critical path || edfxtp_1
|-
| Status || finished, violations left
|-
| Number of gates given a new drive strength after cts || 194
|-
| Final critical path time including I/O delays and setup || 1.02 ns
|-
| Congestion Overflow GR || 0
|-
| Total setup violations reported at the end of the flow || 14
|-
| Tally of buffers added on design ports || around 130
|}
## per-layer routing
layer | vias to the layer above | global-route usage | routed length, um
met5 | - | 0 | 0
met4 | 0 | 0.0265 | 92
met3 | 8 | 0.0442 | 498
met2 | 72 | 0.131 | 1670
met1 | 493 | 0.149 | 1540
li1 | 548 | - | -
## synthesized netlist by cell type
library cell / instances / area [um2]
edfxtp_1: 64 / 1920
buf_4: 64 / 480
## power groups by stage
stage     sequential [W]  clock (W)  combinational, W
4_1_cts          0.00323    0.00179          0.000478
5_1_grt          0.00324    0.00190          0.000510
6_report         0.00322    0.00169          0.000465
## path summary, 6_finish.rpt
check | depth (start not counted) | endpoint | slack (ns) | start
max | 1 | out[31] | -0.02 | register
min | 2 | register | 0.37 | en
## cells by family (layout without fill, tap and decap cells)
kind of cell / count (synthesis) / after routing / share of synthesized area
DFF: 64 / 64 / 0.800
buffers and inverters: 64 / 145 / 0.200
## per-stage QoR
stage,hold slack (ns),utilization,power (W)
finish,0.370,0.414,0.00538
global route,0.358,0.414,0.00565
CTS,0.350,0.414,0.00550
detailed placement,0.709,0.437,0.00396
global placement,0.706,0.437,0.00395
floorplan,0.299,-,0.00351
## cell type report
class,instances,area [um2]
Clock buffer,11,131
Clock inverter,3,11.3
Fill cell,728,4530
Sequential cell,64,1920
Tap cell,102,128
Timing Repair Buffer,131,1010
Power and IR drop assume default switching activity.
