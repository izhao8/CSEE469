==> flow/design.v <==
`timescale 1ns/10ps
module regIdIf(instruction, flush, write, PC, instruct, pc, clk);
	output reg [31:0] instruct;
	output reg [63:0] pc;
	input [63:0] PC;
	input [31:0] instruction;
	input flush, write, clk;
	logic [31:0] temp;
	logic [63:0] p;
	always_comb begin
		if (flush) temp = 0;
		else if (write) begin
			temp = instruction;
			p = PC;
		end
		else begin
			temp = temp;
			p = p;
		end
	end
	pipeFF #(.length(32)) set0 (instruct, temp, clk, 1'b0);
	pipeFF set1 (pc, p, clk, 1'b0);
endmodule
module regExId (WB, M, EX, A, B, ADDI,  Rd, Ao, Bo, 
					Rdout, addIO, clk, Rn, Rm, Rno, Rmo, wb, m, Reg2Loc,
					ALUOp, ALUSrc, OP, Opout, shift, shifto);
	output [63:0] Ao, Bo, addIO; 
	output [4:0] Rdout, Rno, Rmo;
	output [1:0] wb;
	output [3:0] m;
	output [1:0] ALUOp;
	output [2:0] ALUSrc;
	output [10:0] Opout;
	output Reg2Loc;
	output [5:0] shifto;
	input [1:0] WB;
	input [3:0] M; 
	input [63:0] A, B, ADDI;
	input [10:0] OP;  
	input [4:0] Rd, Rn, Rm;  
	input [5:0] EX, shift;  
	input clk;
	pipeFF #(.length(5)) set0 (Rno, Rn, clk, 1'b0);
	pipeFF set1 (Ao, A, clk, 1'b0);
	pipeFF set2 (Bo, B, clk, 1'b0);
	pipeFF #(.length(5)) set3 (Rdout, Rd, clk, 1'b0);
	pipeFF set4 (addIO, ADDI, clk, 1'b0);
	pipeFF #(.length(11)) set5 (Opout, OP, clk, 1'b0);
	pipeFF #(.length(5)) set6 (Rmo, Rm, clk, 1'b0);
	pipeFF #(.length(2)) set8 (ALUOp, EX[5:4], clk, 1'b0);
	pipeFF #(.length(3)) set9 (ALUSrc, EX[3:1], clk, 1'b0);
	pipeFF #(.length(1)) set10 (Reg2Loc, EX[0], clk, 1'b0);
	pipeFF #(.length(4)) set11 (m, M, clk, 1'b0);
	pipeFF #(.length(2)) set12 (wb, WB, clk, 1'b0);
	pipeFF #(.length(6)) set13 (shifto, shift, clk, 1'b0);
endmodule
module regExMem (WB, M, zero, result, B, resultOut, Bo, 
						zout, Rd, Rdout, wb, MemWrite, MemRead, branch, clk, b);
	output [63:0] resultOut, Bo;
	output [4:0] Rdout;
	output zout, MemWrite, MemRead, branch, b;  
	output [1:0] wb;
	input zero;
	input [1:0] WB;
	input [3:0] M;
	input [63:0] result, B;  
	input [4:0] Rd;
	input clk;
	pipeFF set0 (resultOut, result, clk, 1'b0);
	pipeFF set1 (Bo, B, clk, 1'b0);
	pipeFF #(.length(5)) set3 (Rdout, Rd, clk, 1'b0);
	pipeFF #(.length(1)) set4 (zout, zero, clk, 1'b0);
	pipeFF #(.length(2)) set5 (wb, WB, clk, 1'b0);
	pipeFF #(.length(1)) set6 (MemWrite, M[3], clk, 1'b0);
	pipeFF #(.length(1)) set7 (MemRead, M[2], clk, 1'b0);
	pipeFF #(.length(1)) set8 (branch, M[1], clk, 1'b0);
	pipeFF #(.length(1)) set9 (b, M[0], clk, 1'b0);
endmodule
module regMemWb(WB, data, addr, Rd, Rdout, RegWrite, MemtoReg, addrO, dataO, clk);
	output [63:0] dataO, addrO;
	output [4:0] Rdout;
	output RegWrite, MemtoReg;
	input [1:0] WB;
	input [63:0] data, addr;
	input [4:0] Rd;
	input clk;
	pipeFF set0 (addrO, addr, clk, 1'b0);
	pipeFF set1 (dataO, data, clk, 1'b0);
	pipeFF #(.length(5)) set2 (Rdout, Rd, clk, 1'b0);
	pipeFF #(.length(1)) set8 (RegWrite, WB[1], clk, 1'b0);
	pipeFF #(.length(1)) set9 (MemtoReg, WB[0], clk, 1'b0);
endmodule
module pipeFF #(parameter length = 64) (q, d, clk, reset);
	output reg [length -1: 0] q;
	input [length -1: 0] d;
	input reset, clk;
	always_ff @(posedge clk) begin
		if (reset) q <= 0;
		else q <= d;
	end
endmodule 
==> flow/run.sh <==
#!/bin/bash
# OpenROAD 26Q1-2900-gdf79404cd8, Yosys 0.63+post, stock flow scripts
make -C /OpenROAD-flow-scripts/flow DESIGN_CONFIG=/design/flow/config.mk WORK_HOME=/design/flow/orfs finish
==> flow/config.mk <==
export PLATFORM = sky130hd
export DESIGN_NAME = regExId
export DESIGN_NICKNAME = regExId
export VERILOG_FILES = /design/flow/design.v
export SDC_FILE = /design/flow/constraint.sdc
export NUM_CORES = 4
export LEC_CHECK = 1
export CORE_AREA = 10 10 188 188
export DIE_AREA = 0 0 198 198
==> flow/constraint.sdc <==
current_design regExId

set clk_period 1.0
set clk_io_pct 0.2

create_clock -name clk0 -period $clk_period [get_ports {clk}]

set non_clock_inputs [all_inputs -no_clocks]
set_input_delay [expr $clk_period * $clk_io_pct] -clock clk0 $non_clock_inputs
set_output_delay [expr $clk_period * $clk_io_pct] -clock clk0 [all_outputs]
==> results.txt <==
flow finished, numbers: status=finished, violations left, failing checks=setup timing, Max clock buf depth=3, H-tree levels=1, Top cells excl fill/tap=clkdlybuf4s50_1, buf_2, dfxtp_1, Comb gates=0, Hold Vio Cnt, Final=0, Peak supply drop=0.00148 V, vias in the first global route=3926, Ports=473, GR Util met1=0.0929, Flops after synth=236, DRT iter0 DRCs=59, Fmax=876 MHz, Antenna Nets Post-Route=0, Pleak=0.00423 µW, cell area power density=2040 nW/µm², DRC Markers=0, Worst-Margin Slew=153 ps, crit path DAT=940 ps, Std-Cell Core Area=31400 µm², total track usage=0.0910, Netlist Area Pre-Place=4720 µm², crit share post-route=1.14, share of cells above drive strength 1=0.421, Startpoint Class=flop, P&R area growth vs syn=104%, fraction of met3 tracks used by global routing=0.0733, TritonCTS clock tree=built, routed vias=3604, IO Port Bufs=472, minimum clock period=1140 ps, width of the die=198 µm, ant diodes=0, Pins Over Slew Limit=0, GRT Residual Overflow=0, WS Path Type=flop to output port, Final setup viols=236, register share after synthesis=1.00, DP Area=9950 µm², GRT met2 Usage=0.142, MaxCap Viol Count=0, Min-Delay Path Class=input port to flop, Crit. End Element=output port, post-layout util=0.307, Root Buffer=clkbuf_16, chip area=39200 µm², min-delay src=ADDI[14], Hold WS=124 ps, biggest cell delay along the critical path=330 ps, Syn. warnings=8, crit path DRT=800 ps, CTS Hold Bufs=0, Final Worst Setup Slack=-142 ps, Fill cells=3180, Cell Rows=65, chip height=198 µm, antenna violations before repair=0, Post-Syn Instances=236, Slew HR=0.898, slowest CP cell=dfxtp_2, Tool Warnings=27, most used logic cell in the final layout=clkdlybuf4s50_1, largest net degree at the start of global routing=14, Logic cell area=0 µm², delay-heaviest family, CP=flip-flops, busiest grt layer=met2, Syn Area/Cell=20.0 µm², placed wire-length estimate=15600 µm, CTS clk-pin slew, worst paths=60 ps, # clock sinks=236, CP cell instances=buf_6, crit-path max FO=1, global-route wire length before repair=26400 µm, drt wl/cell=16.7 µm, final std cell area, no fill=9650 µm², Post-Layout Cell Count=1153, DR vias/cell=3.13, worst path buffer plus inverter count=1, yosys cell count=236, instance count on the critical path=1, Hold Path End=set4.q[14]$_DFF_P_, GPL Wtd Cong=0.788, drt first pass iters=4, Unique cell types=1, placed cells=1110, CTS Buf Count=25, WHS Path Cells=1, Final Routed Wirelength=19300 µm, yosys synthesis chip area=4720 µm², RSZ-0062 raised after global routing=yes, fp util=0.150
[through the flow]
step	total power, µW	setup TNS, ps	setup WS [ps]
floorplan	10100	0	538
global placement	12100	-418	-97.2
detailed placement	12100	-414	-104
CTS	20000	-33850	-183
global route	20600	-37050	-184
finish	19700	-25590	-142
[layer usage]
layer	vias up	wire [µm]	share of wire
li1	1728	-	-
met5	-	0	0
met3	21	3770	0.20
met2	316	8600	0.45
met4	0	468	0.024
met1	1539	6430	0.33
[cell type report]
class | count | area (µm²) | area share
sequential | 236 | 4780 | 0.495
clock inverter | 7 | 40.0 | 0.00415
tap | 402 | 503 | 0.0521
timing repair buffer | 472 | 3630 | 0.376
clock buffer | 36 | 697 | 0.0722
[cell usage after synthesis]
| master | n | area (µm²) |
|---|---|---|
| dfxtp_1 | 236 | 4720 |
[state kept, by name (all words and copies together) (netlist names)]
register and cells:
set1.q 64, set2.q 64, set4.q 64, set5.q 11
set13.q 6, set0.q 5, set3.q 5, set6.q 5
set11.q 4, set9.q 3, set12.q 2, set8.q 2
set10.q 1
[report_power, final]
part / internal [µW] / switching (µW)
sequential: 9930 / 108
clock: 4810 / 3480
combinational: 1130 / 254
total: 15900 / 3840
[how the worst max path moves through the flow]
stage	from	to
4_1_cts	set1.q[25]$_DFF_P_	Ao[25]
5_1_grt	set1.q[54]$_DFF_P_	Ao[54]
6_report	set6.q[0]$_DFF_P_	Rmo[0]
[what timing repair did]
| action | CTS | global route |
|---|---|---|
| buffers inserted | 0 | 0 |
| endpoints found under the setup margin | 236 | 236 |
| hold endpoints to repair | 0 | 0 |
| cloned | 0 | 0 |
| resized | 793 | 29 |
[cells by family after synthesis]
| group | synth area share |
|---|---|
| flip-flops | 1.00 |
Power is estimated from default activity; no workload was simulated.
